==> flow/design.v <==
package cpu_pkg;
    typedef enum logic [3:0] {
        ALU_ADD  = 4'b0000,  
        ALU_SUB  = 4'b1000,  
        ALU_SLT  = 4'b0010,  
        ALU_SLTU = 4'b0011,  
        ALU_SLL  = 4'b0001,  
        ALU_SRL  = 4'b0101,  
        ALU_SRA  = 4'b1101,  
        ALU_XOR  = 4'b0100,  
        ALU_OR   = 4'b0110,  
        ALU_AND  = 4'b0111   
    } t_alu_op;
typedef enum logic [3:0] {
    BRANCH_COND_BEQ  = 4'b0000,
    BRANCH_COND_BNE  = 4'b0001,
    BRANCH_COND_BLT  = 4'b0100,
    BRANCH_COND_BGE  = 4'b0101,
    BRANCH_COND_BLTU = 4'b0110,
    BRANCH_COND_BGEU = 4'b0111
} t_branch_cond_op;
typedef struct packed {
    t_alu_op    alu_op;
    logic       sel_dmem_wb;
    logic       sel_next_pc_alu_out;
    logic       sel_wb;
    logic [3:0] mem_byt_en;
    logic       mem_wr_en;
    logic       reg_wr_en;
    logic       sel_alu_pc;
    logic       sel_alu_imm;
    logic       sign_ext;
    t_branch_cond_op branch_cond_op;
} t_ctrl;
endpackage
module traffic_light #(
    parameter int RED_T     = 20,
    parameter int REDYLW_T = 4,
    parameter int GREEN_T   = 20,
    parameter int YELLOW_T  = 4
)(
    input  logic clk,
    input  logic rst,
    output logic red,
    output logic yellow,
    output logic green
);
    localparam logic [1:0] S_RED    = 2'd0;
    localparam logic [1:0] S_REDYLW = 2'd1;
    localparam logic [1:0] S_GREEN  = 2'd2;
    localparam logic [1:0] S_YELLOW = 2'd3;
    logic [1:0] state, next_state;
    logic [4:0] timer, next_timer;
    always_ff @(posedge clk or posedge rst) begin 
        if (rst) state <= S_RED; 
        else     state <= next_state; 
    end
    always_ff @(posedge clk or posedge rst) begin 
        if (rst) timer <= RED_T-1; 
        else     timer <= next_timer; 
    end
    always_comb begin
        case (state)
            S_RED:     next_state = (timer == 0) ? S_REDYLW : S_RED;
            S_REDYLW:  next_state = (timer == 0) ? S_GREEN  : S_REDYLW;
            S_GREEN:   next_state = (timer == 0) ? S_YELLOW : S_GREEN;
            S_YELLOW:  next_state = (timer == 0) ? S_RED    : S_YELLOW;
            default:   next_state = S_RED;
        endcase
    end
    always_comb begin
        if (rst) begin
            next_timer = RED_T-1;
        end else if (timer > 0) begin
            next_timer = timer - 1;
        end else begin
            case (state)
                S_RED:     next_timer = REDYLW_T - 1;
                S_REDYLW:  next_timer = GREEN_T  - 1;
                S_GREEN:   next_timer = YELLOW_T - 1;
                S_YELLOW:  next_timer = RED_T    - 1;
                default:   next_timer = RED_T    - 1;
            endcase
        end
    end
    always_comb begin
        red    = (state == S_RED || state == S_REDYLW);
        yellow = (state == S_REDYLW || state == S_YELLOW);
        green  = (state == S_GREEN);
    end
endmodule
==> flow/run.sh <==
#!/bin/bash
# OpenROAD 26Q1-2900-gdf79404cd8, Yosys 0.63+post, stock flow scripts
make -C /OpenROAD-flow-scripts/flow DESIGN_CONFIG=/design/flow/config.mk WORK_HOME=/design/flow/orfs finish
==> flow/config.mk <==
export PLATFORM = sky130hd
export DESIGN_NAME = traffic_light
export DESIGN_NICKNAME = traffic_light
export VERILOG_FILES = /design/flow/design.v
export SDC_FILE = /design/flow/constraint.sdc
export NUM_CORES = 4
export LEC_CHECK = 1
export CORE_AREA = 10 10 73 73
export DIE_AREA = 0 0 83 83
==> flow/constraint.sdc <==
current_design traffic_light

set clk_period 3.5
set clk_io_pct 0.2

create_clock -name clk0 -period $clk_period [get_ports {clk}]

set non_clock_inputs [all_inputs -no_clocks]
set_input_delay [expr $clk_period * $clk_io_pct] -clock clk0 $non_clock_inputs
set_output_delay [expr $clk_period * $clk_io_pct] -clock clk0 [all_outputs]
==> impl_metrics.py <==
# Generated from Yosys and OpenROAD reports
metrics = {
    "status": {
        "status": "finished clean",
    },
    "job": {
        "openroad.warnings": 25,
        "maxCapViolCount": 0,
    },
    "final_layout": {
        "drive_above_1_share_pct": 35.9,
        "area.combinational_um2": 163,
        "num-fill-cells": 419,
        "syn2layout_area_growth_pct": 35.9,
        "flop_area_um2": 230,
    },
    "worst_setup_path": {
        "worstPathMaxFanout": 4,
        "crit_type": "flip-flop to primary output",
        "end_kind": "primary output",
        "ff2ff_path_depth": 4,
        "cp-start-kind": "flip-flop",
        "rrSetupSlack_ns": 1.93,
        "critical_path_required_ns": 2.80,
        "worstPathArrival_ns": 1.35,
        "rr_startpoint": "timer[0]",
    },
    "global_route": {
        "grt_pass1_vias": 234,
        "overflow": 0,
        "grt.total_usage_pct": 2.21,
        "grt_pass1_wl_um": 1250,
        "grt_max_degree": 11,
        "antenna_found_initial": 0,
    },
    "synth": {
        "synth_top_cell_by_area": "dfrtp_1",
        "syn_avg_cell_area_um2": 13.0,
        "synthTopCellsByCount": "dfrtp_1 (5), dfstp_2 (4), mux2_2 (4)",
        "top_cell": "dfrtp_1",
        "netlist.area_leader.share_pct": 31.0,
        "synthCells": 31,
        "yosysSeqAreaShare_pct": 57.0,
        "top_cells_by_area": "dfrtp_1 (31%), dfstp_2 (26%), mux2_2 (11%)",
        "synth_cell_types": 14,
        "ff_type": "dfrtp_1",
        "synth_warnings": 1,
        "yosys_cells": 31,
        "enable_flop_cells": 0,
        "yosysChipArea_um2": 404,
        "ys_seq_elements": 9,
        "synth_area_um2": 404,
        "async_flop_share_pct": 100,
    },
    "clocking": {
        "cts_tree": "done",
        "clk_latency_ns": 0.23,
        "cts_setup_buffers": 0,
        "cts_sinks": 9,
        "cts-root-buf": "clkbuf_8",
        "cts_resized": 0,
        "ctsHtreeMaxLevel": 1,
        "cts_max_path_buffers": 2,
        "numCtsBuffers": 3,
        "cts_hold_buf": 0,
        "clkTransAtPathRegs_ns": 0.04,
    },
    "floorplanning": {
        "die_y_um": 83,
        "core.rowCount": 22,
        "die_width_um": 83,
        "die_area_um2": 6890,
        "io_pins": 5,
        "coreArea_um2": 3740,
        "initCoreUtil_pct": 10.8,
    },
    "sta": {
        "worst_pin_slew_ns": 0.478,
        "holdWs_ns": 0.458,
        "setup_viol": 0,
        "setup_tns_ns": 0,
        "relSlewSlack_pct": 68.0,
        "grt_setup_unrepaired": "no",
        "clock_skew_ns": 0.000512,
        "finalMaxSlewViolations": 0,
        "timing.final.ws_setup_ns": 1.45,
        "period_minus_slack_ns": 2.05,
        "max_freq_mhz": 487,
        "fin_crit_sh_pct": 58.7,
        "hold_violations": 0,
    },
    "place": {
        "place.gp.congestion": 0.789,
        "io_buffers": 4,
        "place_hpwl_um": 555,
        "dp_slack_ns": 1.68,
    },
    "route": {
        "route.detailed.drc": 0,
        "drtPass1Iterations": 3,
        "drt-total-wl_um": 712,
        "vias_per_cell": 2.92,
        "ant_nets": 0,
        "wl_per_cell_um": 8.18,
        "num_antenna_cells": 0,
        "via_count": 254,
        "drtIter0Drc": 16,
    },
    "worst_hold_path": {
        "min_path_cells": 1,
        "hp-class": "flip-flop to flip-flop",
        "min_from": "timer[0]",
        "hold-path-endpoint": "timer[0]",
    },
    "power": {
        "powerDensity_nw_per_um2": 449,
        "leakage_nw": 0.229,
        "ir_worst_vdd_uv": 198,
    },
}
[metal layers]
metal  routed length [µm]  part of all wire (%)  up-vias  global-route usage [%]
li1                     -                     -      121                       -
met1                  387                    54      125                    3.39
met2                  207                    29        8                    1.89
met3                  117                    16        0                    2.26
met4                    0                     0        0                   0.154
met5                    0                     0        -                       0
[stage by stage]
stage	power, mW	area, µm²	utilization [%]	cells
after floorplan	0.126	404	-	31
after global placement	0.129	504	13.5	83
after detailed placement	0.130	504	13.5	83
after CTS	0.249	549	14.7	87
after global routing	0.259	549	14.7	87
final	0.247	549	14.7	87
[worst max-delay path, stage by stage, from the launching register on]
cell             delay, ns
dfrtp_1               0.40
or2_2                 0.32
clkdlybuf4s50_1       0.41
[final cells by class]
cell class	count	area share, %
clock buffer	4	8.20
inverter	3	2.05
multi-input combinational	19	29.6
sequential	9	41.9
tap	48	10.9
timing repair buffer	4	7.29
[where the power goes]
part	internal (mW)	total (mW)	switching [mW]
Clock	0.0792	0.118	0.0392
Sequential	0.111	0.115	0.00438
Combinational	0.00635	0.0131	0.00674
Total	0.196	0.247	0.0504
[cell families (layout without fill, tap and decap cells)]
family          count (synthesis)  in the layout  synth area share [%]
flops                           9              9                  57.0
xor+xnor                        2              2                  4.34
mux                             4              4                  11.1
simple gates                   11             11                  19.5
buf+inv                         3             11                  2.79
compound gates                  1              1                  2.17
fa+ha+maj                       1              1                  3.10
[placed cells by master (no fill, tap or decap), types with 2 or more instances in the layout]
cell type / synthesis / final
or2_2: 2 / 2
dfstp_2: 4 / 4
nor3_1: 3 / 3
clkbuf_8: 0 / 3
inv_1: 3 / 3
nand2_1: 2 / 2
dfrtp_1: 5 / 5
clkdlybuf4s50_1: 0 / 4
xnor2_1: 2 / 2
mux2_2: 4 / 4
[worst max path at each step]
stage | startpoint | endpoint | slack (ns) | depth (start not counted)
after CTS | flip-flop | yellow | 1.43 | 2
after global routing | flip-flop | yellow | 1.40 | 2
final | flip-flop | yellow | 1.45 | 2
No activity file was given, so power comes from the tool's default toggle rates.
