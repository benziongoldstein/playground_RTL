==> /design/flow/design.v <==
package cpu_pkg;
    typedef enum logic [3:0] {
        ALU_ADD  = 4'b0000,  
        ALU_SUB  = 4'b1000,  
        ALU_SLT  = 4'b0010,  
        ALU_SLTU = 4'b0011,  
        ALU_SLL  = 4'b0001,  
        ALU_SRL  = 4'b0101,  
        ALU_SRA  = 4'b1101,  
        ALU_XOR  = 4'b0100,  
        ALU_OR   = 4'b0110,  
        ALU_AND  = 4'b0111   
    } t_alu_op;
typedef enum logic [3:0] {
    BRANCH_COND_BEQ  = 4'b0000,
    BRANCH_COND_BNE  = 4'b0001,
    BRANCH_COND_BLT  = 4'b0100,
    BRANCH_COND_BGE  = 4'b0101,
    BRANCH_COND_BLTU = 4'b0110,
    BRANCH_COND_BGEU = 4'b0111
} t_branch_cond_op;
typedef struct packed {
    t_alu_op    alu_op;
    logic       sel_dmem_wb;
    logic       sel_next_pc_alu_out;
    logic       sel_wb;
    logic [3:0] mem_byt_en;
    logic       mem_wr_en;
    logic       reg_wr_en;
    logic       sel_alu_pc;
    logic       sel_alu_imm;
    logic       sign_ext;
    t_branch_cond_op branch_cond_op;
} t_ctrl;
endpackage
module rf(
    input logic         clk,         
    input logic [4:0]   rs1,         
    input logic [4:0]   rs2,         
    input logic [4:0]   rd,          
    input logic         write_e,     
    input logic [31:0]  write_d,     
    output logic [31:0] reg_data1,   
    output logic [31:0] reg_data2    
);
    logic [31:0] reg_file [31:0];    
    always_ff @(posedge clk) begin 
        if (write_e) reg_file[rd] <= write_d; 
    end   
    assign reg_data1 = (rs1 == 5'b0) ? 32'b0 : reg_file[rs1];   
    assign reg_data2 = (rs2 == 5'b0) ? 32'b0 : reg_file[rs2];   
endmodule
==> /design/flow/run.sh <==
#!/bin/bash
# OpenROAD 26Q1-2900-gdf79404cd8, Yosys 0.63+post, stock flow scripts
make -C /OpenROAD-flow-scripts/flow DESIGN_CONFIG=/design/flow/config.mk WORK_HOME=/design/flow/orfs finish
==> /design/flow/config.mk <==
export PLATFORM = sky130hd
export DESIGN_NAME = rf
export DESIGN_NICKNAME = rf
export VERILOG_FILES = /design/flow/design.v
export SDC_FILE = /design/flow/constraint.sdc
export NUM_CORES = 4
export LEC_CHECK = 1
export CORE_UTILIZATION = 40
==> /design/flow/constraint.sdc <==
current_design rf

set clk_period 5.9
set clk_io_pct 0.2

create_clock -name clk0 -period $clk_period [get_ports {clk}]

set non_clock_inputs [all_inputs -no_clocks]
set_input_delay [expr $clk_period * $clk_io_pct] -clock clk0 $non_clock_inputs
set_output_delay [expr $clk_period * $clk_io_pct] -clock clk0 [all_outputs]
==> qor.yml <==
detailed_routing:
  ant_nets: 0
  viasPerCell: 6.327
  drc: 0
  drtIter0Drc: 1534
  drt-total-wl_mm: 146.9
  wl_per_cell_um: 34.87
  drt-pass1-iter-count: 5
  via_count: 26651
placed_design:
  gp_congestion: 0.9057
  io_buffers: 112
  postPlaceCellArea_um2: 51040
  dp.cells: 4020
  hpwl_mm: 91.01
timing:
  max_freq_mhz: 172.3
  rsz0062_at_grt: "false"
  worst_slew_margin_rel_pct: 33.06
  setup_viol: 0
  tightest_slew_ns: 1.001
  min_period_over_period_pct: 98.35
  min_period_ns: 5.803
  hold_violations: 0
  slew_viol_final: 0
  hold_ws_ns: 1.315
hold_path:
  hp-start: "write_d[27]"
  whs_path_depth: 2
  min_path_type: "in2reg"
  hold_path_end: "reg_file[26][27]"
critical_path:
  cp-start-kind: "primary input"
  cp_max_fo: 12
  slowest_stage: "or3b_2"
  endpoint_kind: "primary output"
  cp_top_family: "buffers and inverters"
  worstSetupPathType: "in2out"
  critical_path_cell_count: 8
  crit_buf_inv: 4
  crit_required_ns: 4.72
  cp_slowest_stage_delay_ns: 0.76
  cp_data_arrival_time_ns: 4.62
  crit_path_cell_trace: "clkdlybuf4s50_1 -> or3b_2 -> buf_4 -> o221ai_1 -> a211oi_1 -> nor3_1 -> buf_4 -> clkdlybuf4s50_1"
cts:
  cts_tree: "yes"
  cts_buffers: 103
  clk_pin_slew_ns: 0.06
  htreeDepth: 3
  clockRootBuffer: "clkbuf_16"
  cts_sinks: 1024
  clk_path_buf_depth: 3
global_route:
  grt_pass1_wl_mm: 208.3
  gr-total-overflow: 0
  antenna_found_initial: 6
  grt_pass1_vias: 30071
  track_usage_pct: 27.53
  grt_start_max_net_pins: 72
synthesis:
  synthMuxAreaShare_pct: 24.86
  ys_seq_elements: 1024
  netlist_instances: 2400
  xor_area_share_pct: 0
  ys_sh_simple_pct: 1.940
  ys_sh_aoi_pct: 5.409
  top_logic_kind: "multiplexers"
  ys_sh_adder_pct: 0
  syn-mean-instance-area_um2: 19.57
  netlist_area_um2: 46960
  ys_types: 40
  ys_seq_share_pct: 65.48
  ys_chip_area_um2: 46960
  ys_cells: 2400
  yosysWarnings: 1
final_layout:
  largest_reg_flops: 1024
  final_area_um2: 54420
  drive_above_1_share_pct: 30.34
  final_cell_count_no_fill: 4212
  regMostFlops: "reg_file"
  syn2layout_area_growth_pct: 15.90
  top_regs: "reg_file x1024"
  final.fill_count: 9320
outcome:
  status: "completed"
die:
  initCoreUtil_pct: 40.36
  die_w_um: 344.6
  die_y_um: 344.6
  design.core.area_um2: 116400
  die-area_um2: 118800
  pin_count: 113
  rows: 125
power_and_ir_drop:
  p_leak_nw: 17.46
  ir_drop_mv: 0.2461
  power_density_nw_per_um2: 298.3
job:
  warnings: 26
  maxCapViolations: 0
==> cell families (layout without fill, tap and decap cells) <==
kind of cell	Yosys count	after routing
compound gates	331	331
buf+inv	226	512
flops	1024	1024
mux	632	632
other cells	0	2
simple gates	187	187
==> synth_stat cells <==
| library cell | n | share of area [%] |
|---|---|---|
| nor2b_1 | 8 | 0.11 |
| a221oi_1 | 23 | 0.43 |
| edfxtp_1 | 1024 | 65 |
| a21boi_0 | 1 | 0.016 |
| o211ai_1 | 1 | 0.016 |
| and3_1 | 1 | 0.013 |
| nor3_1 | 32 | 0.34 |
| nor4_1 | 9 | 0.12 |
| nor2_1 | 35 | 0.28 |
| and4_1 | 1 | 0.019 |
| nand3_1 | 4 | 0.043 |
| a22o_1 | 62 | 1.2 |
| buf_6 | 12 | 0.29 |
| o221ai_1 | 31 | 0.58 |
| and2_1 | 13 | 0.17 |
| buf_1 | 7 | 0.056 |
| mux2i_1 | 183 | 3.9 |
| or3b_2 | 3 | 0.056 |
| nand3b_1 | 7 | 0.11 |
| nand2_1 | 65 | 0.52 |
| nor4b_2 | 1 | 0.032 |
| mux2_1 | 19 | 0.46 |
| mux2_2 | 5 | 0.12 |
| a2111oi_0 | 31 | 0.58 |
| nand2b_1 | 3 | 0.040 |
| buf_2 | 58 | 0.62 |
| a211oi_1 | 47 | 0.75 |
| a32o_1 | 9 | 0.19 |
| or3b_1 | 2 | 0.037 |
| a211o_1 | 23 | 0.43 |
| buf_4 | 20 | 0.32 |
| nor3_2 | 1 | 0.021 |
| clkbuf_1 | 104 | 0.83 |
| inv_1 | 25 | 0.20 |
| a21oi_1 | 46 | 0.49 |
| or3_1 | 2 | 0.027 |
| o22ai_1 | 55 | 0.73 |
| o22a_1 | 1 | 0.019 |
| mux4_2 | 425 | 20 |
| a221o_1 | 1 | 0.021 |
==> what timing repair did <==
item,4_1_cts,5_1_grt
gates resized,1,0
endpoints found under the setup margin,1,0
setup buffers,0,0
hold buffers,0,0
==> layer usage <==
| layer | routed length (µm) | up-vias | global-route usage (%) | part of all wire, % |
|---|---|---|---|---|
| met5 | 439 | - | 2.204 | 0.30 |
| met4 | 5941 | 18 | 8.343 | 4.0 |
| met3 | 29520 | 334 | 24.51 | 20 |
| met2 | 67250 | 2110 | 39.56 | 46 |
| met1 | 43730 | 13347 | 29.53 | 30 |
| li1 | - | 10842 | - | - |
==> final cells by class <==
type	count	area [µm²]	share of cell area, %
sequential	1024	30750	56.50
multi-input combinational	1150	15410	28.32
timing repair buffer	297	2883	5.297
clock buffer	127	2689	4.940
tap	1524	1907	3.504
clock inverter	63	684.4	1.258
inverter	25	96.34	0.1770
antenna	2	5.005	0.009196
==> through the flow <==
step | power (mW) | utilization (%) | worst slack [ns] | TNS, ns
after floorplan | 9.052 | - | 1.972 | 0
after global placement | 9.786 | 43.86 | -0.08132 | -0.08132
after detailed placement | 9.804 | 43.86 | -0.08586 | -0.08586
after CTS | 16.31 | 46.77 | 0.1349 | 0
after global routing | 16.67 | 46.77 | 0.04201 | 0
final | 16.23 | 46.77 | 0.09727 | 0
==> layout by cell type (no fill, tap or decap), drive strengths merged, types with 41 or more instances in the layout <==
cell type      count
edfxtp          1024
mux4             425
buf              192
mux2i            183
clkbuf           127
clkdlybuf4s50    105
nand2             65
a22o              62
o22ai             55
a211oi            47
a21oi             46
clkinv            41
==> how the worst max path moves through the flow <==
stage	startpoint	slack, ns	end
final	rs2[3]	0.1	reg_data2[20]
after global routing	rs2[3]	0.04	reg_data2[20]
after CTS	rs2[3]	0.13	reg_data2[20]
==> where the power goes <==
group	internal (mW)	switching, mW
Combinational	0.668	0.866
Sequential	8.10	0.0354
Clock	3.80	2.76
Power is estimated from default activity; no workload was simulated.
