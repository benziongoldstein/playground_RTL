## design/flow/design.v

```verilog
package cpu_pkg;
    typedef enum logic [3:0] {
        ALU_ADD  = 4'b0000,  
        ALU_SUB  = 4'b1000,  
        ALU_SLT  = 4'b0010,  
        ALU_SLTU = 4'b0011,  
        ALU_SLL  = 4'b0001,  
        ALU_SRL  = 4'b0101,  
        ALU_SRA  = 4'b1101,  
        ALU_XOR  = 4'b0100,  
        ALU_OR   = 4'b0110,  
        ALU_AND  = 4'b0111   
    } t_alu_op;
typedef enum logic [3:0] {
    BRANCH_COND_BEQ  = 4'b0000,
    BRANCH_COND_BNE  = 4'b0001,
    BRANCH_COND_BLT  = 4'b0100,
    BRANCH_COND_BGE  = 4'b0101,
    BRANCH_COND_BLTU = 4'b0110,
    BRANCH_COND_BGEU = 4'b0111
} t_branch_cond_op;
typedef struct packed {
    t_alu_op    alu_op;
    logic       sel_dmem_wb;
    logic       sel_next_pc_alu_out;
    logic       sel_wb;
    logic [3:0] mem_byt_en;
    logic       mem_wr_en;
    logic       reg_wr_en;
    logic       sel_alu_pc;
    logic       sel_alu_imm;
    logic       sign_ext;
    t_branch_cond_op branch_cond_op;
} t_ctrl;
endpackage
module pc(
    input  logic        clk,
    input  logic        rst,
    input  logic        sel_next_pc_alu_out,
    input  logic [31:0]  alu_out,
    output logic [31:0]  pc_out,
    output logic [31:0]  pc_plus4   
);
    logic [31:0] next_pc;
    assign pc_plus4 = pc_out + 32'd4;
    assign next_pc = (sel_next_pc_alu_out) ? alu_out : pc_plus4;
    always_ff @(posedge clk or posedge rst) begin 
        if (rst) pc_out <= '0; 
        else     pc_out <= next_pc; 
    end   
endmodule
```

## design/flow/run.sh

```bash
#!/bin/bash
# OpenROAD 26Q1-2900-gdf79404cd8, Yosys 0.63+post, stock flow scripts
make -C /OpenROAD-flow-scripts/flow DESIGN_CONFIG=/design/flow/config.mk WORK_HOME=/design/flow/orfs finish
```

## design/flow/config.mk

```make
export PLATFORM = sky130hd
export DESIGN_NAME = pc
export DESIGN_NICKNAME = pc
export VERILOG_FILES = /design/flow/design.v
export SDC_FILE = /design/flow/constraint.sdc
export NUM_CORES = 4
export LEC_CHECK = 1
export CORE_AREA = 10 10 111 111
export DIE_AREA = 0 0 121 121
```

## design/flow/constraint.sdc

```tcl
current_design pc

set clk_period 4.6
set clk_io_pct 0.2

create_clock -name clk0 -period $clk_period [get_ports {clk}]

set non_clock_inputs [all_inputs -no_clocks]
set_input_delay [expr $clk_period * $clk_io_pct] -clock clk0 $non_clock_inputs
set_output_delay [expr $clk_period * $clk_io_pct] -clock clk0 [all_outputs]
```

==> out/qor.yml <==
status: "finished, final reports clean"
powerDensity_mw_per_mm2: 274
fin_skew_ps: 6.63
cts_root_buffer: "clkbuf_8"
share_comb_of_total_power_pct: 31.2
synthArstFlopShare_pct: 100
diodes: 0
fin_crit_sh_pct: 85.1
drc: 0
yosys_area_sq_mm: 0.00192
place_ws_ps: 1010
vias: 1874
synth_cell_types: 32
critPathKind: "register to output pin"
hp-class: "register to register"
numClockSinks: 32
grt_max_degree: 33
instances_no_fill: 435
cts_setup_buffers: 0
mostFrequentLayoutCells: "clkdlybuf4s50_1, dfrtp_1, nand2_1"
grt_overflow_total: 0
clock_latency_ps: 280
timing.final.ws_setup_ps: 686
r2r-start: "pc_out[6]"
syn_avg_cell_area_sq_um: 9.39
path_max_fanout: 12
grt_pass1_vias: 1931
dp.cells: 427
largest_reg_flops: 32
netlist_area_sq_mm: 0.00192
ys_cells: 205
viasPerCell: 4.31
syn_to_final_growth_pct: 62.4
firstDrtPassIters: 4
synth_seq_share_pct: 41.6
cts_buffers: 5
synth_top_flop_cell: "dfrtp_1"
setup_viol: 0
synth-edff-count: 0
cts_tree: "yes"
synth_cells: 205
fin_area_sq_mm: 0.00313
worstPathArrival_ps: 2990
ctsResizeCount: 0
path_clk_slew_ps: 60
p_leak_nw: 1.17
crit_path_start: "pc_out[6]"
drt-total-wl_microns: 7020
fp_util_pct: 19.5
cap_viol_max_count: 0
rr_worst_depth: 4
r2r_slack_ps: 2140
postPlaceCellArea_sq_mm: 0.00304
warnings: 25
drv_slew: 0
vdd_drop_max_uv: 115
cp.required_ps: 3680
rsz0062_at_grt: "false"
power_mw: 0.856
crit_path_start_kind: "register"
pwr-share-clk_pct: 26.7
antenna_found_initial: 0
ctsHoldBuffers: 0
rows: 36
power_switching_mw: 0.237
top_regs: "pc_out: 32 flops"
min_period_ps: 3910
ant_nets: 0
clockBufferDepth: 2
drive_gt1_share_pct: 9.60
detailed_place_hpwl_microns: 5610
regMostFlops: "pc_out"
regArea_sq_um: 801
num_io_pins: 99
numSynthFlops: 32
hold_viol: 0
worst_pin_slew_ps: 997
die_h_microns: 121
yosysWarnings: 1
r2r-end: "pc_out[21]"
wl_per_cell_microns: 16.1
grt_pass1_wl_microns: 10700
die_area_sq_mm: 0.0146
cp-endpoint: "pc_plus4[21]"
nFillCells: 997
io_buffers: 98
crit_path_end_kind: "output pin"
p_int_mw: 0.619
coreArea_sq_mm: 0.00986
tns_ps: 0
seqPwrFrac_pct: 42.1
slew_headroom_pct: 32.9
track_usage_pct: 9.30
gp_congestion: 0.836
htree_levels: 2
mi_logic_area_sq_mm: 0.00105
layout_top_cell: "clkdlybuf4s50_1"
drt_iter0_drc: 66
clock.fmax_mhz: 255
p_sw_share_pct: 27.7
die_w_microns: 121
layout make-up:
class | instances | area share, %
flip-flops and latches | 32 | 25.6
multi-input cells | 156 | 33.6
inverters | 6 | 0.721
well taps | 133 | 5.32
clock buffers | 8 | 2.88
repair buffers | 100 | 31.9
kinds of logic (layout without fill, tap and decap cells):
logic type | after synthesis | count (layout) | synth area share (%)
AOI/OAI and AO/OA | 25 | 25 | 9.17
xor gates and xnor gates | 18 | 18 | 8.19
adders and majority gates | 1 | 1 | 0.650
buffers and inverters | 17 | 114 | 3.84
DFF | 32 | 32 | 41.6
muxes | 17 | 17 | 9.95
and+or+nand+nor | 95 | 95 | 26.6
how the worst min path moves through the flow:
stage         startpoint  depth (start not counted)         to
CTS            pc_out[0]                          1  pc_out[0]
global route   pc_out[1]                          1  pc_out[1]
finish         pc_out[0]                          1  pc_out[0]
stage by stage:
step	utilization (%)	hold slack [ps]
after detailed placement	30.8	527
after floorplan	-	482
after CTS	31.7	539
after global placement	30.8	516
after global routing	31.7	564
final	31.7	532
synthesized netlist by cell type, types with 2 or more instances:
cell / instances / area, sq um
inv_1: 5 / 18.8
xor2_1: 7 / 61.3
clkbuf_1: 7 / 26.3
nor2b_1: 4 / 25.0
nor2_1: 16 / 60.1
and4_1: 3 / 26.3
o21ai_0: 4 / 20.0
dfrtp_1: 32 / 801
buf_2: 2 / 10.0
xnor2_1: 11 / 96.3
a221o_1: 4 / 40.0
mux2_2: 17 / 191
nor3_1: 3 / 15.0
nor4_1: 8 / 50.1
or4_1: 6 / 45.0
buf_4: 2 / 15.0
and3_1: 4 / 25.0
nand4_1: 10 / 62.6
nand2_1: 24 / 90.1
o31ai_1: 5 / 37.5
a31oi_1: 10 / 62.6
nand3_1: 10 / 50.1
or3_1: 2 / 12.5
routing by layer:
metal / GRT usage [%] / routed length, microns / vias to the layer above
li1: - / - / 950
met1: 11.8 / 2950 / 856
met2: 14.9 / 3280 / 66
met3: 4.25 / 770 / 2
met4: 0.528 / 22 / 0
met5: 0 / 0 / -
critical path, cell delays in order, from the launching register on:
cell,delay (ps)
dfrtp_1,450
nand4_1,420
nor4_1,900
nand3_1,250
xnor2_1,210
clkdlybuf4s50_1,490
power groups by stage:
stage	clock network (mW)	registers, mW	logic [mW]
4_1_cts	0.239	0.360	0.275
5_1_grt	0.252	0.369	0.294
6_report	0.228	0.361	0.267
Power figures rest on the tool's default switching activity, not on a simulated workload.
